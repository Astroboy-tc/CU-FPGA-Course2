<file path="flow/config.mk">
export PLATFORM = sky130hd
export DESIGN_NAME = RAM128x32
export DESIGN_NICKNAME = RAM128x32
export VERILOG_FILES = /design/flow/design.v
export SDC_FILE = /design/flow/constraint.sdc
export NUM_CORES = 4
export LEC_CHECK = 1
export CORE_UTILIZATION = 50
</file>
<file path="flow/design.v">
module RAM128x32 
#(
  parameter Data_width = 32,   
            Addr_width = 7   
  )
  (   
    input wire clk,
    input wire we,
    input wire [(Addr_width-1):0] address, 
    input wire [(Data_width-1):0] d,
    output wire [(Data_width-1):0] q
  );
  reg[Data_width-1:0] ram [2**Addr_width-1:0];
  reg[Data_width-1:0] data_reg;
always@(posedge clk)
begin
	if(we)
		ram[address] <= d;
		data_reg<= ram[address];
end
	assign q=data_reg;
endmodule
</file>
<file path="flow/constraint.sdc">
current_design RAM128x32

set clk_period 92.3
set clk_io_pct 0.2

create_clock -name clk0 -period $clk_period [get_ports {clk}]

set non_clock_inputs [all_inputs -no_clocks]
set_input_delay [expr $clk_period * $clk_io_pct] -clock clk0 $non_clock_inputs
set_output_delay [expr $clk_period * $clk_io_pct] -clock clk0 [all_outputs]
</file>
<file path="flow/run.sh">
#!/bin/bash
# OpenROAD 26Q1-2900-gdf79404cd8, Yosys 0.63+post, stock flow scripts
make -C /OpenROAD-flow-scripts/flow DESIGN_CONFIG=/design/flow/config.mk WORK_HOME=/design/flow/orfs finish
</file>
==> Slide: Implementation Results <==
Run Summary

STA
  • Final setup vio count: 0
  • Least-Margin Pin Slew: 1.59 ns
  • Fin crit period: 23.50 ns
  • Final Hold Vio Count: 0
  • Setup_tns: 0 ns
  • RSZ-0062 raised after global routing: false
  • Worst Skew: 0.0730 ns
  • Fmax: 42.5 MHz
  • Worst relative slew slack: -0.0582
  • Max Slew Vio Count: 5
  • Tcrit/Tclk final: 0.255

Finish
  • FILL cells: 22640
  • Layout cells sized above 1: 0.178
  • Max reg flops: 4096
  • FF+latch area: 124000 um^2
  • Area Overhead vs Synth: 13.6%
  • Multi-input logic area: 31600 um^2
  • Final Instance Count excl. Fillers: 13803

Clocking
  • Setup Fix Bufs, Post-CTS: 0
  • Sink Count: 4128
  • Root Buffer: clkbuf_16
  • H-tree Lvls: 5
  • CTS buffer count: 414
  • Reg clk slew, reported paths: 0.06 ns
  • Post-CTS sizing: 0
  • Clock buffer depth: 4
  • Clk latency late pin: 1.00 ns
  • TritonCTS clock tree: built
  • Post-CTS Hold Fix Bufs: 0

Routing
  • Drt via density: 6.90
  • Routed WL: 572000 um
  • Vias: 95203
  • DRC viols: 0
  • DR pass1 iterations: 9
  • WL/cell: 41.5 um
  • DRT antenna net count: 0
  • Iteration-0 DRC Markers: 8196

Synth
  • Synthesized area per cell: 17.6 um^2
  • Synth Flop Type: edfxtp_1
  • Netlist cell types: 76
  • Post-synth top cells: edfxtp_1, a221oi_1, a22oi_1
  • Asr flop ratio synth: 0
  • Ys Warns: 1
  • Yosys top cell by area: edfxtp_1
  • # Cells Yosys: 8954
  • Synth flops: 4128
  • Post-Syn Area: 157000 um^2
  • Chip Area, Yosys: 157000 um^2
  • Mapped Cells: 8954
  • Post-synth EDFFs: 4096
  • Top cell area share: 0.782
  • Seq share, synth: 0.786
  • Area contributors post-synth: edfxtp_1, a221oi_1, a22oi_1, mux2_2, a21oi_1
  • Yosys top cell by instances: edfxtp_1

Pwr
  • Worst vdd ir: 0.0181 mV
  • PD cells: 22.2 nW/um^2
  • Leakage: 55.3 nW

Floorplanning
  • Core area: 312000 um^2
  • I/O Pins: 73
  • Die Area: 317000 um^2
  • Core Rows: 205
  • Die width: 563 um
  • Pre-Place Util: 0.503
  • DIE HEIGHT: 563 um

Global routing
  • GRT Residual Overflow: 0
  • Met1 global-route usage: 0.450
  • Global Route Usage Sum: 0.409
  • GRT Max-Usage Layer: met2
  • Vias in the first global route: 98936
  • Initial antenna violation count: 66
  • Largest net degree at the start of global routing: 91
  • First-pass GRT wire length: 785000 um
  • Met2 Use GR: 0.517
  • Met3 Usage GRT: 0.389

Setup path
  • Crit path DAT: 24.29 ns
  • Critical path's top delay family: buffers and inverters
  • CP Launch Type: input pin
  • Critical-path cell list: buf_8 -> buf_4 -> buf_4 -> buf_4 -> buf_4 -> buf_4 -> nor3_2 -> buf_4 -> a21oi_1 -> o211ai_1 -> and3_1 -> a21oi_1 -> o2111ai_1
  • Crit path DRT: 93.09 ns
  • Slowest cell on the critical path: a21oi_1
  • Worst setup path class: in2reg
  • CP Buf/Inv Count: 7
  • Crit-path most repeated cell: buf_4
  • Crit. End Element: register
  • Crit-path max cell delay: 1.12 ns
  • Crit Path Max Fanout: 42

Placed design
  • PortBufs: 72
  • Hpwl dp: 337000 um
  • Placer Congestion: 1.02
  • Placed cell count: 12974

Job
  • Number of max-cap violations: 2
  • Tool warnings: 26

Outcome
  • Failing checks: max-capacitance violations, max-slew violations
  • Outcome: finished with violations

Worst hold path
  • Hold crit path type: reg2reg
==> layout make-up <==
type | count | area share
flip-flops and latches | 4128 | 0.692
multi-input cells | 4092 | 0.177
clock buffers | 524 | 0.0609
well taps | 4140 | 0.0290
repair buffers | 607 | 0.0267
clock inverters | 234 | 0.0130
diodes | 71 | 0.000995
inverters | 7 | 0.000280
==> metal layers <==
layer	routed length [um]	part of all wire
met5	5110	0.0089
met4	37900	0.066
met3	129000	0.23
met2	239000	0.42
met1	161000	0.28
==> through the flow <==
step	worst slack [ns]	hold slack, ns	instance area (um^2)	total power [mW]	util
2_1_floorplan	68.90	0.551	157000	2.21	-
3_3_place_gp	67.33	0.596	165000	2.36	0.529
3_5_place_dp	68.02	0.600	165000	2.36	0.529
4_1_cts	69.07	0.630	178000	3.97	0.571
5_1_grt	68.68	0.675	179000	4.06	0.572
6_report	68.80	0.633	179000	3.97	0.572
==> worst register-to-register path, stage by stage (launching register included) <==
cell	delay (ns)
edfxtp_1	0.36
a22oi_1	0.27
o32ai_1	0.19
nor3_1	1.24
o2111ai_1	0.54
buf_4	0.35
or4b_1	0.46
==> cell usage in the layout (no fill, tap or decap), drive strengths merged, types with 64 or more instances in the layout <==
| cell | netlist | layout |
|---|---|---|
| diode | 0 | 71 |
| o21ai | 326 | 326 |
| mux2 | 279 | 279 |
| nor2b | 108 | 108 |
| nand2 | 241 | 241 |
| a21oi | 425 | 425 |
| a221oi | 847 | 847 |
| edfxtp | 4096 | 4096 |
| a22oi | 468 | 468 |
| o22ai | 170 | 170 |
| mux2i | 127 | 127 |
| buf | 403 | 573 |
| a221o | 64 | 64 |
| clkinv | 0 | 189 |
| clkbuf | 324 | 524 |
| mux4 | 70 | 70 |
| nor2 | 291 | 291 |
==> report_power, final <==
part           switching, mW  internal [mW]
sequential            0.0123           2.07
clock                  0.715          0.926
combinational          0.188         0.0619
total                  0.915           3.06
==> final timing paths <==
check         startpoint      endpoint  slack [ns]  cells after the start
min            ram[9][2]   data_reg[2]        0.63                      3
max reg2reg  ram[31][15]  data_reg[15]       88.75                      6
max           address[1]  data_reg[21]       68.80                     13
min reg2reg    ram[9][2]   data_reg[2]        0.63                      3
==> cell families (layout without fill, tap and decap cells) <==
group                  Yosys count  count (layout)  share of synthesized area
flip-flops                    4128            4128                      0.786
AND-OR/OR-AND                 2731            2731                      0.128
AND/OR/NAND/NOR                885             885                     0.0273
buffers and inverters          734            1372                     0.0202
multiplexers                   476             476                     0.0381
other                            0              71                          0
Power is estimated from default activity; no workload was simulated.
