## design/flow/config.mk

```make
export PLATFORM = sky130hd
export DESIGN_NAME = ALU
export DESIGN_NICKNAME = ALU
export VERILOG_FILES = /design/flow/design.v
export SDC_FILE = /design/flow/constraint.sdc
export NUM_CORES = 4
export LEC_CHECK = 1
export CORE_UTILIZATION = 30
```

## design/flow/constraint.sdc

```tcl
current_design ALU

set clk_period 21.0
set clk_io_pct 0.2

create_clock -name clk0 -period $clk_period

set non_clock_inputs [all_inputs -no_clocks]
set_input_delay [expr $clk_period * $clk_io_pct] -clock clk0 $non_clock_inputs
set_output_delay [expr $clk_period * $clk_io_pct] -clock clk0 [all_outputs]
```

## design/flow/design.v

```verilog
module ALU ( 
  input [2:0] Op_code,
  input [31:0] A, B,
  output reg [31:0] Y
);
parameter equalA=3'b000, Add = 3'b001,Subtract=3'b010,And=3'b011,Or=3'b100,IncreA=3'b101,DecreA=3'b110,equalB=3'b111;
always@(*)
case(Op_code)
	equalA		:Y<=A;
	Add			:Y<=A+B;
	Subtract	:Y<=A-B;
	And			:Y<=A&B;
	Or			:Y<=A|B;
	IncreA		:Y<=A+1'b1;
	DecreA		:Y<=A-1'b1;
	equalB		:Y<=B;
	default     :Y<=32'b0;
	endcase
endmodule
```

## design/flow/run.sh

```bash
#!/bin/bash
# OpenROAD 26Q1-2900-gdf79404cd8, Yosys 0.63+post, stock flow scripts
make -C /OpenROAD-flow-scripts/flow DESIGN_CONFIG=/design/flow/config.mk WORK_HOME=/design/flow/orfs finish
```

==> impl_metrics.yaml <==
# synthesis and place-and-route metrics
synthesis:
  synth_top_area_share: 0.1133
  ys_seq_share: 0
  synthesis.instances: 534
  yosysTopAreaCell: "ha_1"
  ys_sh_aoi: 0.4101
  synth_cell_type_count: 69
  simple_gate_area_frac: 0.2528
  synth-cells-yosys: 534
  ys_sh_mux: 0.02691
  yosys-top-cells-area: "ha_1 (11%), xnor2_1 (8.2%), nand2_1 (7.8%)"
  adder_share: 0.1190
  ys_chip_area_um2: 3533
  topCombFamilyByArea: "AND-OR/OR-AND gates"
  avgSynthCellArea_um2: 6.617
  netlist_area_um2: 3533
  yosysWarnings: 1
  xor_share: 0.1314
setup_path:
  cp_slowest_cell: "clkdlybuf4s50_1"
  critPathMaxStageDelay_ps: 520
  cp-end-kind: "output pin"
  path_cells: "clkdlybuf4s50_1 > buf_4 > inv_1 > nand2_1 > buf_4 > nor2_2 > buf_4 > a221oi_1 > ha_1 > a211oi_1 > nor2_1 > o41a_1 > a221oi_1 > a21boi_0 > o21a_1 > o21ai_0 > mux2_2 > a221oi_1 > clkdlybuf4s50_1"
  critPathTopFamily: "AND-OR/OR-AND gates"
  crit_type: "primary input to output pin"
  worstSetupStartpointType: "primary input"
  crit_required_ps: 16800
  crit_fanout: 41
  critPathArrivalTime_ps: 9950
  cp_num_buf_inv: 6
clocking:
  hold_buffers: 0
  ctsResizeCount: 0
  postCtsSetupBuffers: 0
detailed_routing:
  diodes: 0
  drt-initial-drc-count: 384
  drc_errors: 0
  ant_nets: 0
  drtPass1Iterations: 6
  wl_per_cell_um: 17.60
  vias_per_cell: 5.876
  finalWirelength_um: 13200
  num_vias: 4407
power:
  pwr-share-comb: 1.000
  power_frac_seq: 0
  max-vdd-ir-drop_mv: 0.01679
  clockPowerShare: 0
  p_sw_frac: 0.4938
  powerDensity_nw_per_um2: 33.36
  power.switching_uw: 76.26
  p_int_uw: 78.17
  leakage_uw: 0.001748
floorplan:
  rows: 39
  die_x_um: 110.5
  fp_util: 0.3081
  die_h_um: 110.5
  chip_area_um2: 12220
  ios: 99
  coreArea_um2: 11470
global_routing:
  grt_overflow_total: 0
  grt_max_degree: 42
  track_usage: 0.2152
  antenna_found_initial: 0
  grt_pass1_wl_um: 21240
  grt_pass1_vias: 4017
place:
  dp_hpwl_um: 10300
  port_buffers: 99
  place_area_um2: 4629
  place.gp.congestion: 1.021
sta:
  period_needed_ps: 14150
  hold_violations: 0
  tightest_slew_ps: 910.7
  max_freq_mhz: 70.69
  grt_setup_unrepaired: "false"
  setup-tns-final_ps: 0
  fin_crit_sh: 0.6736
  slew_headroom: 0.3772
  drv_slew: 0
  setup_viol: 0
job:
  warning_count: 32
  cap_viol_max_count: 0
cells_and_area:
  comb_area_um2: 3324
  synthToLayoutAreaGrowth_pct: 31.02
  regArea_um2: 0
  nFillCells: 1160
  nFlopsAndLatches: 0
  drive_above_1_share: 0.05931
  design_area_um2: 4629
  clkbuf_count: 0
run_status:
  status: "completed"
worst_hold_path:
  hold_path_class: "primary input to output pin"
## per-layer routing
layer	track usage	part of all wire	vias up	wire [um]
met2	0.3333	0.44	180	5785
met3	0.02015	0.068	15	902
met5	0	0	-	0
met4	0.03200	0.014	0	185
li1	-	-	2181	-
met1	0.3286	0.48	2031	6325
## metrics by stage
stage / power (uW) / std cells / hold WS (ps) / util / setup slack [ps]
final: 154.4 / 750 / 9348 / 0.4037 / 6854
after global routing: 170.0 / 750 / 9384 / 0.4037 / 6342
after CTS: 153.4 / 750 / 9351 / 0.4037 / 6876
after detailed placement: 152.2 / 750 / 9345 / 0.4037 / 6921
after global placement: 152.4 / 750 / 9341 / 0.4037 / 6987
after floorplan: 90.72 / 534 / 8461 / - / 8611
## power by group through the flow
stage	logic (uW)	clock network [uW]	registers (uW)
after CTS	153	0	0
after global routing	170	0	0
final	154	0	0
## worst min-delay path: cells and delay by family
| family | cells | cell delay, ps |
|---|---|---|
| compound gates | 1 | 60 |
| buf+inv | 3 | 890 |
## cell usage in the layout (no fill, tap or decap), drive strengths merged, types with 7 or more instances in the layout
| master | netlist | routed |
|---|---|---|
| a21o | 13 | 13 |
| a21oi | 53 | 53 |
| a221o | 7 | 7 |
| a221oi | 33 | 33 |
| a22oi | 7 | 7 |
| buf | 5 | 8 |
| clkdlybuf4s50 | 0 | 99 |
| ha | 32 | 32 |
| inv | 19 | 19 |
| nand2 | 74 | 74 |
| nor2 | 34 | 34 |
| nor3 | 12 | 12 |
| o21a | 10 | 10 |
| o21ai | 42 | 42 |
| or3 | 11 | 11 |
| xnor2 | 33 | 33 |
| xor2 | 20 | 20 |
## path summary, 6_finish.rpt
kind       start     to  slack, ps  depth (start not counted)
max   Op_code[0]  Y[23]       6850                         19
min         A[4]   Y[4]       9350                          4
## cells by family after synthesis
logic type,after synthesis
XOR/XNOR,53
multiplexers,9
AND-OR/OR-AND,211
buffers and inverters,54
AND/OR/NAND/NOR,174
adder cells (fa/ha/maj),33
## cell type report
type / count / area share
Multi-Input combinational cell: 480 / 0.7181
Inverter: 20 / 0.01622
Tap cell: 143 / 0.03865
Timing Repair Buffer: 107 / 0.2270
## cells in the mapped netlist, drive strengths merged (5+ instances only)
| cell type | n |
|---|---|
| xnor2 | 33 |
| nand2b | 6 |
| xor2 | 20 |
| a221o | 7 |
| o21ai | 42 |
| a221oi | 33 |
| a21oi | 53 |
| or3 | 11 |
| buf | 5 |
| nor3 | 12 |
| a22oi | 7 |
| a211oi | 5 |
| o21a | 10 |
| nand2 | 74 |
| nor2 | 34 |
| mux2i | 5 |
| inv | 19 |
| clkbuf | 29 |
| nand4 | 5 |
| a21o | 13 |
| ha | 32 |
Power figures rest on the tool's default switching activity, not on a simulated workload.
