$ cat ./config.mk
export PLATFORM = sky130hd
export DESIGN_NAME = FIFO8x9
export DESIGN_NICKNAME = FIFO8x9
export VERILOG_FILES = /design/flow/design.v
export SDC_FILE = /design/flow/constraint.sdc
export NUM_CORES = 4
export LEC_CHECK = 1
export CORE_UTILIZATION = 40
$ cat ./constraint.sdc
current_design FIFO8x9

set clk_period 3.9
set clk_io_pct 0.2

create_clock -name clk0 -period $clk_period [get_ports {clk}]

set non_clock_inputs [all_inputs -no_clocks]
set_input_delay [expr $clk_period * $clk_io_pct] -clock clk0 $non_clock_inputs
set_output_delay [expr $clk_period * $clk_io_pct] -clock clk0 [all_outputs]
$ cat ./design.v
module FIFO8x9(
  input clk, rst,
  input RdPtrClr, WrPtrClr, 
  input RdInc, WrInc,
  input [8:0] DataIn,
  output [8:0] DataOut,
  input rden, wren
	);
	reg [8:0] fifo_array[7:0];
	reg [7:0] wrptr, rdptr;
	wire [7:0] wr_cnt, rd_cnt;
reg[8:0]mem1; 
always@(posedge clk) 
begin 
if(rst) 
mem1 <=9'b000000000; 
if(RdPtrClr) 
rdptr <=0; 
if(WrPtrClr) 
wrptr<=0; 
if(wren) 
begin 
fifo_array[wrptr] <=DataIn; 
wrptr=wrptr+WrInc; 
end 
if(rden) 
begin 
mem1 <=fifo_array[rdptr]; 
rdptr <=rdptr +RdInc; 
end 
else 
mem1 <=9'bzzzzzzzzz; 
end 
assign DataOut= mem1; 
assign wr_cnt= wrptr; 
assign rd_cnt= rdptr; 
endmodule
$ cat ./run.sh
#!/bin/bash
# OpenROAD 26Q1-2900-gdf79404cd8, Yosys 0.63+post, stock flow scripts
make -C /OpenROAD-flow-scripts/flow DESIGN_CONFIG=/design/flow/config.mk WORK_HOME=/design/flow/orfs finish
==> qor.txt <==
Status = finished clean
LEAKAGE = 1.370 nW
CTS clock-pin slew for the worst setup and hold paths = 0.08 ns
Placed Area = 3770 µm²
Post-cts sizing count = 0
Fin area = 3965 µm²
Nature of the critical path endpoint = register
Port bufs = 23
Worst hold path class = reg2reg
Post-synth ARST share = 0
WHS = 0.4948 ns
CP Launch Type = primary input
Period utilisation layout = 0.5737
Htree depth = 3
Routed wire length = 5.094 mm
Yosys top cell by instances = edfxtp_1
PD cells = 488.5 nW/µm²
RD Place Congestion = 0.7479
Fmax = 447.0 MHz
Yosys Instances = 149
Number of synthesized flops with an enable pin = 78
CTS buffer count = 9
Finished Layout Cells = 298
Drt wl/cell = 17.09 µm
Initial antenna violation count = 0
Die X = 93.88 µm
# placed instances = 282
Fp_density = 0.4131
Max-cap violation count = 0
Synth area leader = edfxtp_1
Average cell area after synthesis = 22.66 µm²
Tot Pwr = 1.937 mW
Synth Instances = 149
Post-DP HPWL = 3.237 mm
CP max FO = 5
DRC = 0
RSZ-0062 raised after global routing = false
Total track usage = 0.1363
Post-synthesis cell type count = 19
Top cells by area = edfxtp_1, mux4_1, dfxtp_1
FP Rows = 33
First-pass GRT wire length = 7.914 mm
Top cells by count, synth = edfxtp_1, mux4_1, dfxtp_1
Main flop type = edfxtp_1
OpenROAD warning count = 27
Clock tree buffer depth = 2
DR vias = 1,472
Die Y = 93.88 µm
Vias in the first global route = 1,525
Clk sinks = 90
Layout area overhead = 17.41%
CP Class = in2reg
DR iter-0 viols = 43
Setup TNS = 0 ns
Syn Std Cell Area = 3377 µm²
Yosys stat chip area = 3377 µm²
Flop area = 2582 µm²
Slew @ Worst Pin = 0.7861 ns
Slew Limit Fails = 0
Hold-fix buffers at CTS = 0
N_diodes = 0
CP arrival = 2.30 ns
Logic area = 747.0 µm²
Final ANT Viol Nets = 0
WP data required = 3.96 ns
Via density per instance = 4.940
Gr ovfl total = 0
1st-pass router iterations = 2
IO Pins = 26
Final Hold Viols = 0
Top cell type's share of synthesized area = 0.6936
CTS tree = done
Clock tree root buffer cell = clkbuf_8
Chip area = 8813 µm²
Setup Fix Bufs, Post-CTS = 0
Synth Register Bits = 90
Worst Skew = 0.009460 ns
Core ar. = 8175 µm²
Finish-stage setup viols = 0
Final min period = 2.237 ns
Fillers = 663
Largest net degree at the start of global routing = 19
Yosys warning count = 2
Sequential area share after synthesis = 0.7647
Maximum vdd drop = 0.2253 mV
Share of cells above drive strength 1 = 0.1762
Rel. slew slack = 0.4752
Clk latency late pin = 0.34 ns
==> logic make-up after synthesis <==
logic type | after synthesis | share of synthesized area
AND/OR/NAND/NOR | 17 | 0.02409
XOR/XNOR | 2 | 0.005188
flip-flops | 90 | 0.7647
multiplexers | 27 | 0.1701
adder cells (fa/ha/maj) | 4 | 0.01482
buffers and inverters | 6 | 0.01407
AND-OR/OR-AND | 3 | 0.007039
==> path summary, 6_finish.rpt <==
check | from | to | slack, ns | cells past startpoint
worst max-delay path | wren | fifo_array[4][5] | 1.66 | 4
worst min-delay path | rdptr[1] | register | 0.49 | 1
worst max register to register | wrptr[1] | fifo_array[4][5] | 2.18 | 3
worst min register to register | rdptr[1] | register | 0.49 | 1
==> metal layers <==
| layer | up-vias | share of wire | wire, µm | global-route usage |
|---|---|---|---|---|
| li1 | 696 | - | - | - |
| met1 | 705 | 0.40 | 2020 | 0.1921 |
| met2 | 65 | 0.48 | 2436 | 0.2026 |
| met3 | 6 | 0.11 | 563 | 0.08148 |
| met4 | 0 | 0.015 | 74 | 0.02051 |
| met5 | - | 0 | 0 | 0 |
==> cell usage in the layout, fill, tap and decap left out <==
cell             instances
nor2_1                   7
clkdlybuf4s50_1         23
ha_1                     4
nand2_1                  2
clkbuf_8                10
a21o_1                   2
buf_4                   10
dfxtp_1                 12
xor2_1                   2
edfxtp_1                78
a22o_1                   1
inv_1                    1
and2_1                   3
clkbuf_1                 1
clkinv_4                 1
mux4_1                  18
nand2b_1                 3
bufinv_16                1
mux2_2                   9
nor3_1                   2
clkinv_2                 3
==> cell type report <==
class                           instances  share of cell area
Inverter                                1           0.0009467
Clock inverter                          5             0.01357
Tap cell                              105             0.03313
Multi-Input combinational cell         53              0.1884
Timing Repair Buffer                   33             0.07700
Sequential cell                        90              0.6513
Clock buffer                           11             0.03566
==> power by group <==
part	switching (mW)	internal (mW)
sequential	0.0311	1.11
combinational	0.0676	0.123
clock	0.293	0.312
total	0.392	1.54
==> critical path: stages <==
cell and delay [ns]:
clkdlybuf4s50_1 0.57, nand2b_1 0.16, nor2_1 0.52, buf_4 0.27
==> metrics by stage <==
step | setup slack [ns] | util
6_report | 1.663 | 0.4850
5_1_grt | 1.556 | 0.4850
4_1_cts | 1.657 | 0.4850
3_5_place_dp | 1.273 | 0.4611
3_3_place_gp | 1.382 | 0.4611
2_1_floorplan | 1.975 | -
==> registers in the layout, summed over array words and instances (netlist names), named ones only <==
register,flops
mem1,9
rdptr,3
wrptr,3
fifo_array,72
Power figures rest on the tool's default switching activity, not on a simulated workload.
